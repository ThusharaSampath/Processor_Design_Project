File: design/flow/design.v
module CU(
    input clk,
    input [0:0] z,
    input [0:0] i,
    input [0:0] j,
    input [0:0] k,
    input [7:0] instruction,
    output reg[2:0] to_ALU,
    output reg[0:0] to_DM,
    output reg[0:0] to_IM,
    output reg[5:0] to_REG,
    output reg[4:0] to_BUS,
    output reg[0:0] to_PC,
    output reg[2:0] to_AC,
    output reg[0:0] En_Select,
    output reg[0:0] RW_Select,
    output reg finish
);
    reg [5:0] PS = 8'd3;
    reg [5:0] NS = 8'd0;
    parameter FETCH1 = 8'd0;
    parameter FETCH2 = 8'd1;
    parameter FETCH3 = 8'd2;
    parameter NOP = 8'd3;
    parameter END = 8'd4;
    parameter CLR1 = 8'd5;
    parameter CLR2 = 8'd6;
    parameter CLR3 = 8'd7;
    parameter LOAD1 = 8'd8;
    parameter LOAD2 = 8'd9;
    parameter LOAD3 = 8'd10;
    parameter LOAD4 = 8'd11;
    parameter LOAD5 = 8'd12;
    parameter LOAD6 = 8'd13;
    parameter LOADM1 = 8'd14;
    parameter LOADM2 = 8'd15;
    parameter LOADM3 = 8'd16;
    parameter LOADM4 = 8'd17;
    parameter STAC1 = 8'd18;
    parameter STAC2 = 8'd19;
    parameter STAC3 = 8'd20;
    parameter INC1 = 8'd21;
    parameter INC2 = 8'd22;
    parameter INC3 = 8'd23;
    parameter INC4 = 8'd24;
    parameter INC5 = 8'd25;
    parameter INC6 = 8'd26;
    parameter INCAC1 = 8'd27;
    parameter JUMP = 8'd28;
    parameter JUMPY1 = 8'd29;
    parameter JUMPY2 = 8'd30;
    parameter JUMPY3 = 8'd31;
    parameter JUMPN1 = 8'd32;
    parameter MOVE1 = 8'd33;
    parameter MOVE2 = 8'd34;
    parameter MOVE3 = 8'd35;
    parameter MOVE4 = 8'd36;
    parameter MOVE5 = 8'd37;
    parameter ADD = 8'd38;
    parameter SUB = 8'd39;
    parameter MUL = 8'd40;
    parameter AND = 8'd41;
    parameter OR = 8'd42;
always @(posedge clk)
begin
PS <= NS;
end
always @(posedge clk)
begin
if (PS == END)
finish <= 1'd1;
else
finish <= 1'd0;
end
always @(PS or z or instruction)
begin
case(PS)
NOP: begin
NS = FETCH1;
end
FETCH1: begin
to_ALU = 3'd0;
to_BUS = 5'd2;
to_REG = 5'd1;
to_IM = 1'd0;
to_DM = 1'd0;
to_PC = 1'd1;
to_AC = 3'd0;
En_Select = 1'd0;
RW_Select = 1'd0;
NS = FETCH2;
end
FETCH2: begin
to_ALU = 3'd0;
to_BUS = 5'd2;
to_REG = 5'd18;  
to_IM = 1'd0;
to_DM = 1'd0;
to_PC = 1'd0;
to_AC = 3'd0;
En_Select = 1'd0;
RW_Select = 1'd0;
NS = FETCH3;
end
FETCH3: begin
to_ALU = 3'd0;
to_BUS = 5'd4;
to_REG = 5'd3;
to_IM = 1'd0;
to_DM = 1'd0;
to_PC = 1'd0;
to_AC = 3'd0;
En_Select = 1'd0;
RW_Select = 1'd0;
NS = instruction[7:0];
end
END: begin
NS = NOP;
end
CLR1: begin
to_ALU = 3'd0;
to_BUS = 5'd4;
to_REG = 5'd6;
to_IM = 1'd0;
to_DM = 1'd0;
to_PC = 1'd1;
to_AC = 3'd0;
En_Select = 1'd0;
RW_Select = 1'd0;
NS = CLR2;
end
CLR2: begin
to_ALU = 3'd0;
to_BUS = 5'd0;
to_REG = 5'd0;
to_IM = 1'd0;
to_DM = 1'd0;
to_PC = 1'd0;
to_AC = 3'b001;
En_Select = 1'd0;
RW_Select = 1'd0;
NS = CLR3;
end
CLR3: begin
to_ALU = 3'd0;
to_BUS = 5'd0;
to_REG = 5'd0;
to_IM = 1'd0;
to_DM = 1'd0;
to_PC = 1'd1;
to_AC = 3'b000;
En_Select = 1'd1;
RW_Select = 1'd1;
NS = FETCH1;
end
LOAD1: begin
to_ALU = 3'd0;
to_BUS = 5'd0;
to_REG = 5'd6;
to_IM = 1'd0;
to_DM = 1'd0;
to_PC = 1'd1;
to_AC = 3'b000;
En_Select = 1'd0;
RW_Select = 1'd0;
NS = LOAD2;
end
LOAD2: begin
to_ALU = 3'd0;
to_BUS = 5'd4;
to_REG = 5'd1;
to_IM = 1'd0;
to_DM = 1'd0;
to_PC = 1'd0;
to_AC = 3'b000;
En_Select = 1'd0;
RW_Select = 1'd0;
NS = LOAD3;
end
LOAD3: begin
to_ALU = 3'd0;
to_BUS = 5'd2;
to_REG = 5'd19;
to_IM = 1'd0;
to_DM = 1'd0;
to_PC = 1'd0;
to_AC = 3'b000;
En_Select = 1'd0;
RW_Select = 1'd0;
NS = LOAD4;
end
LOAD4: begin
to_ALU = 3'd1;
to_BUS = 5'd4;
to_REG = 5'd0;
to_IM = 1'd0;
to_DM = 1'd0;
to_PC = 1'd0;
to_AC = 3'b100;
En_Select = 1'd0;
RW_Select = 1'd0;
NS = LOAD5;
end
LOAD5: begin
to_ALU = 3'd0;
to_BUS = 5'd0;
to_REG = 5'd5;
to_IM = 1'd0;
to_DM = 1'd0;
to_PC = 1'd1;
to_AC = 3'b000;
En_Select = 1'd0;
RW_Select = 1'd0;
NS = LOAD6;
end
LOAD6: begin
to_ALU = 3'd0;
to_BUS = 5'd20;
to_REG = 5'd0;
to_IM = 1'd0;
to_DM = 1'd0;
to_PC = 1'd0;
to_AC = 3'b000;
En_Select = 1'd1;
RW_Select = 1'd1;
NS = FETCH1;
end
LOAD6: begin
to_ALU = 3'd0;
to_BUS = 5'd20;
to_REG = 5'd0;
to_IM = 1'd0;
to_DM = 1'd0;
to_PC = 1'd0;
to_AC = 3'b000;
En_Select = 1'd1;
RW_Select = 1'd1;
NS = FETCH1;
end
LOADM1: begin
to_ALU = 3'd0;
to_BUS = 5'd0;
to_REG = 5'd6;
to_IM = 1'd0;
to_DM = 1'd0;
to_PC = 1'd1;
to_AC = 3'b000;
En_Select = 1'd0;
RW_Select = 1'd0;
NS = LOADM2;
end
LOADM2: begin
to_ALU = 3'd0;
to_BUS = 5'd0;
to_REG = 5'd1;
to_IM = 1'd0;
to_DM = 1'd0;
to_PC = 1'd0;
to_AC = 3'b000;
En_Select = 1'd1;
RW_Select = 1'd0;
NS = LOADM3;
end
LOADM3: begin
to_ALU = 3'd0;
to_BUS = 5'd0;
to_REG = 5'd5;
to_IM = 1'd0;
to_DM = 1'd0;
to_PC = 1'd1;
to_AC = 3'b000;
En_Select = 1'd0;
RW_Select = 1'd0;
NS = LOADM4;
end
LOADM4: begin
to_ALU = 3'd1;
to_BUS = 5'd4;
to_REG = 5'd0;
to_IM = 1'd0;
to_DM = 1'd0;
to_PC = 1'd0;
to_AC = 3'b100;
En_Select = 1'd0;
RW_Select = 1'd0;
NS = FETCH1;
end
STAC1: begin
to_ALU = 3'd0;
to_BUS = 5'd0;
to_REG = 5'd6;
to_IM = 1'd0;
to_DM = 1'd0;
to_PC = 1'd1;
to_AC = 3'b000;
En_Select = 1'd0;
RW_Select = 1'd0;
NS = STAC2;
end
STAC2: begin
to_ALU = 3'd0;
to_BUS = 5'd4;
to_REG = 5'd1;
to_IM = 1'd0;
to_DM = 1'd0;
to_PC = 1'd0;
to_AC = 3'b000;
En_Select = 1'd0;
RW_Select = 1'd0;
NS = STAC3;
end
STAC3: begin
to_ALU = 3'd0;
to_BUS = 5'd20;
to_REG = 5'd4;
to_IM = 1'd0;
to_DM = 1'd1;
to_PC = 1'd0;
to_AC = 3'b000;
En_Select = 1'd0;
RW_Select = 1'd0;
NS = FETCH1;
end
INC1: begin
to_ALU = 3'd0;
to_BUS = 5'd0;
to_REG = 5'd6;
to_IM = 1'd0;
to_DM = 1'd0;
to_PC = 1'd1;
to_AC = 3'b000;
En_Select = 1'd0;
RW_Select = 1'd0;
NS = INC2;
end
INC2: begin
to_ALU = 3'd1;
to_BUS = 5'd4;
to_REG = 5'd0;
to_IM = 1'd0;
to_DM = 1'd0;
to_PC = 1'd0;
to_AC = 3'b100;
En_Select = 1'd0;
RW_Select = 1'd0;
NS = INC3;
end
INC3: begin
to_ALU = 3'd0;
to_BUS = 5'd2;
to_REG = 5'd1;
to_IM = 1'd0;
to_DM = 1'd0;
to_PC = 1'd0;
to_AC = 3'b000;
En_Select = 1'd0;
RW_Select = 1'd0;
NS = INC4;
end
INC4: begin
to_ALU = 3'd0;
to_BUS = 5'd0;
to_REG = 5'd6;
to_IM = 1'd0;
to_DM = 1'd0;
to_PC = 1'd1;
to_AC = 3'b000;
En_Select = 1'd0;
RW_Select = 1'd0;
NS = INC5;
end
INC5: begin
to_ALU = 3'd2;
to_BUS = 5'd0;
to_REG = 5'd0;
to_IM = 1'd0;
to_DM = 1'd0;
to_PC = 1'd0;
to_AC = 3'b100;
En_Select = 1'd1;
RW_Select = 1'd0;
NS = INC6;
end
INC6: begin
to_ALU = 3'd0;
to_BUS = 5'd20;
to_REG = 5'd0;
to_IM = 1'd0;
to_DM = 1'd0;
to_PC = 1'd0;
to_AC = 3'b000;
En_Select = 1'd1;
RW_Select = 1'd1;
NS = FETCH1;
end
INCAC1: begin
to_ALU = 3'd0;
to_BUS = 5'd0;
to_REG = 5'd0;
to_IM = 1'd0;
to_DM = 1'd0;
to_PC = 1'd0;
to_AC = 3'b001;
En_Select = 1'd0;
RW_Select = 1'd0;
NS = FETCH1;
end
MOVE1: begin
to_ALU = 3'd0;
to_BUS = 5'd0;
to_REG = 5'd6;
to_IM = 1'd0;
to_DM = 1'd0;
to_PC = 1'd1;
to_AC = 3'b000;
En_Select = 1'd0;
RW_Select = 1'd0;
NS = MOVE2;
end
MOVE2: begin
to_ALU = 3'd1;
to_BUS = 5'd0;
to_REG = 5'd0;
to_IM = 1'd0;
to_DM = 1'd0;
to_PC = 1'd0;
to_AC = 3'b100;
En_Select = 1'd1;
RW_Select = 1'd0;
NS = MOVE3;
end
MOVE3: begin
to_ALU = 3'd0;
to_BUS = 5'd2;
to_REG = 5'd1;
to_IM = 1'd0;
to_DM = 1'd0;
to_PC = 1'd0;
to_AC = 3'b000;
En_Select = 1'd0;
RW_Select = 1'd0;
NS = INC4;
end
MOVE4: begin
to_ALU = 3'd0;
to_BUS = 5'd0;
to_REG = 5'd6;
to_IM = 1'd0;
to_DM = 1'd0;
to_PC = 1'd1;
to_AC = 3'b000;
En_Select = 1'd0;
RW_Select = 1'd0;
NS = INC5;
end
MOVE5: begin
to_ALU = 3'd0;
to_BUS = 5'd20;
to_REG = 5'd0;
to_IM = 1'd0;
to_DM = 1'd0;
to_PC = 1'd0;
to_AC = 3'b000;
En_Select = 1'd1;
RW_Select = 1'd1;
NS = FETCH1;
end
ADD: begin
to_ALU = 3'd2;
to_BUS = 5'd17;
to_REG = 5'd0;
to_IM = 1'd0;
to_DM = 1'd0;
to_PC = 1'd0;
to_AC = 3'b100;
En_Select = 1'd0;
RW_Select = 1'd0;
NS = FETCH1;
end
SUB: begin
to_ALU = 3'd3;
to_BUS = 5'd17;
to_REG = 5'd0;
to_IM = 1'd0;
to_DM = 1'd0;
to_PC = 1'd0;
to_AC = 3'b100;
En_Select = 1'd0;
RW_Select = 1'd0;
NS = FETCH1;
end
MUL: begin
to_ALU = 3'd4;
to_BUS = 5'd17;
to_REG = 5'd0;
to_IM = 1'd0;
to_DM = 1'd0;
to_PC = 1'd0;
to_AC = 3'b100;
En_Select = 1'd0;
RW_Select = 1'd0;
NS = FETCH1;
end
AND: begin
to_ALU = 3'd5;
to_BUS = 5'd17;
to_REG = 5'd0;
to_IM = 1'd0;
to_DM = 1'd0;
to_PC = 1'd0;
to_AC = 3'b100;
En_Select = 1'd0;
RW_Select = 1'd0;
NS = FETCH1;
end
OR: begin
to_ALU = 3'd6;
to_BUS = 5'd17;
to_REG = 5'd0;
to_IM = 1'd0;
to_DM = 1'd0;
to_PC = 1'd0;
to_AC = 3'b100;
En_Select = 1'd0;
RW_Select = 1'd0;
NS = FETCH1;
end
JUMP: begin
to_ALU = 3'd0;
to_BUS = 5'd0;
to_REG = 5'd6;
to_IM = 1'd0;
to_DM = 1'd0;
to_PC = 1'd1;
to_AC = 3'b000;
En_Select = 1'd0;
RW_Select = 1'd0;
NS = JUMPY1;
end
endcase
end
endmodule
File: design/flow/run.sh
#!/bin/bash
# OpenROAD 26Q1-2900-gdf79404cd8, Yosys 0.63+post, stock flow scripts
make -C /OpenROAD-flow-scripts/flow DESIGN_CONFIG=/design/flow/config.mk WORK_HOME=/design/flow/orfs finish
File: design/flow/config.mk
export PLATFORM = sky130hd
export DESIGN_NAME = CU
export DESIGN_NICKNAME = CU
export VERILOG_FILES = /design/flow/design.v
export SDC_FILE = /design/flow/constraint.sdc
export NUM_CORES = 4
export LEC_CHECK = 1
export CORE_AREA = 10 10 108 108
export DIE_AREA = 0 0 118 118
File: design/flow/constraint.sdc
current_design CU

set clk_period 2.4
set clk_io_pct 0.2

create_clock -name clk0 -period $clk_period [get_ports {clk}]

set non_clock_inputs [all_inputs -no_clocks]
set_input_delay [expr $clk_period * $clk_io_pct] -clock clk0 $non_clock_inputs
set_output_delay [expr $clk_period * $clk_io_pct] -clock clk0 [all_outputs]
==> notes.md <==
Physical implementation status

The number of distinct standard cells referenced by the synthesized netlist stands at 58. The synth_stat.txt file lists the number of cells as 240. The worst setup path is launched from a register. The number of antenna violations at the first check in global routing came to 0.

The fraction of the core area covered by cells at the end of the flow stands at 22.45%. The achievable clock frequency stands at 678.4 MHz. By instance count after routing, the leading logic cell type is clkdlybuf4s50_1. After detailed routing, the number of remaining DRC violations is 0. The final worst setup slack stands at 925.9 ps. The core area stands at 9284 µm². The placed wire-length estimate after detailed placement stands at 3.856 mm. The overall fraction of global-route tracks in use stands at 7.340%.

The congestion estimate from routability-driven global placement came to 0.9013. The number of DRC violations after detailed-routing iteration 0 stands at 173. Per the post-route antenna check, the number of violating nets is 0.

Per STA, the startpoint of the critical path is PS[5]. In the final run the clock tree shows a worst skew of 2.053 ps. Per the post-synthesis report, the number of cells in the design is 240.

Per the detail_route report, the via count comes to 1815. The warning total across the stage logs stands at 31. The area added between synthesis and finish stands at 17.74%. The top cell types in the final layout, fill and taps aside, are 24 x clkdlybuf4s50_1, 23 x dlxtn_1, 19 x nor2_1. The total wire length after detailed routing stands at 5.400 mm.

The synthesized netlist occupies a cell area of 1770 µm². The final tally of max-slew violations stands at 0. The tally of yosys warning messages stands at 1. The script extracted a net switching power of 0.05569 mW. Counting endpoints that fail hold in the final report gives 0. The number of global-route vias before repair stands at 1583. The count of cells along the worst hold path stands at 2. Setup repair after global routing left no endpoint under its margin. Subtracting the final worst setup slack from the clock period gives 1474 ps. The number of buffers between clock root and the deepest sink stands at 2. The total cell area at the placement stage stands at 2039 µm². The number of cells on the worst reg-to-reg path is 2.

The largest driver fanout on the critical path stands at 25. The first-pass GRT wire length stands at 8.714 mm. In this run the clock root is driven by a clkbuf_8.

The number of antenna diodes in the final layout is 0. The synthesized netlist has a Yosys-reported chip area of 1770 µm². The area of the die stands at 13920 µm².

The leakage power stands at 0.7111 nW. The post-cts resize count stands at 0. Looking at the worst setup and hold paths, the clock pins of their registers show a slew of 40 ps. The height of the chip stands at 118 µm.

The top-area cell type share of the netlist area stands at 19.51%. Summed over all instances, the cell type with the most area after synthesis is dlxtn_1. Counting flops with an async set or reset pin after synthesis yields a share of 0%. Looking at the reg2reg group, the worst path starts from PS[5]. The initialized floorplan defines 35 standard-cell rows. The synthesis stat section lists a flop and latch total of 30. The main area contributors are dlxtn_1 20%, dfxtp_1 7.9%, buf_4 5.5%, nor2_1 4.0%, a21oi_1 4.0%.

In this run the critical register-to-register path is captured at finish. The worst slack at placement stands at 986.6 ps. Of the total power, the share spent switching nets is 18.75%. The most critical min-delay path falls under register to register. In this run the VDD rail shows a maximum IR drop of 0.1305 mV.

For this run the aggregate overflow at the end of global routing stands at 0. The worst setup path is captured at a register. The first detailed-routing pass took 5 iterations. The final layout reports a setup TNS of 0 ps. Per report_power, the sequential group accounts for 39.4% of the total. Across all register-to-register paths, the minimum setup slack is 930 ps.

The floorplan utilization stands at 19.07%. The slew at the pin closest to its max-slew limit stands at 817.3 ps. The number of unconstrained endpoints stands at 46. Max-cap violations in this run came to 0. In this run the tightest slew margin relative to its limit is 45.44%. The post-CTS hold buffer count recorded in the log is 0. The power per standard cell area stands at 142.5 nW/µm². Data on the critical path arrives at its endpoint at 1570 ps. TritonCTS built the clock tree. The number of levels in the clock H-tree stands at 1. The flow ran to the end, and the final reports show no timing, DRC or antenna violations. 36 I/O pins were placed. The worst setup path is of the register to register kind. The fill cell instance count of the final layout stands at 1058. The per-instance average area after synthesis stands at 7.377 µm². Per the finish-stage timing summary, setup violations number 0.

The share of total power in the clock network stands at 56.4%. The number of I/O port buffers stands at 24. The share of total power dissipated in combinational logic is 4.2%. The power report lists cell-internal power as 0.2413 mW. The proportion of layout cells with a drive suffix above 1 stands at 6.478%. Dividing the final minimum period by the clock period gives 61.42%.

The script logs the ratio of routed vias to standard cells as 4.827. The timer found 23 register pins that no clock reaches; their paths are not timed. The data required time at the worst endpoint stands at 2500 ps. The final report gives the standard cell area, fillers excluded, as 2085 µm². The insertion delay at the late pin of the worst-skew pair stands at 230 ps. For this run, the leading register cell type out of synthesis is dlxtn_1.

Entering global routing, the biggest net connects 40 pins. Buffers inserted during clock tree synthesis total 3. The number of synthesized flops with an enable pin stands at 0. From left edge to right edge, the die measures 118 µm. The per-cell routed wire length stands at 14.36 µm.

The buffers inserted during post-CTS setup optimization stands at 0. Following the worst setup path forward leads to its endpoint at finish.
-- cell families (layout without fill, tap and decap cells) --
kind of cell / count (synthesis) / count (layout) / synth area share (%)
xor+xnor: 4 / 4 / 1.979
latches: 23 / 23 / 19.51
flops: 7 / 7 / 7.915
compound gates: 83 / 83 / 31.45
buf+inv: 36 / 39 / 11.94
other cells: 1 / 5 / 0.2118
simple gates: 84 / 84 / 25.87
mux: 2 / 2 / 1.131
-- final cells by class --
type                       count  area, µm²  share of cell area [%]
multi-input combinational    178       1089                   52.22
sequential                    30      485.5                   23.29
timing repair buffer          30      285.3                   13.69
tap                          129      161.4                   7.743
clock buffer                   4      45.04                   2.161
inverter                       5      18.77                  0.9004
-- sequential cells by signal, indices dropped and copies added, names as in the netlist --
register,flops
to_REG,4
PS,6
finish,1
RW_Select,1
to_PC,1
En_Select,1
to_BUS,4
to_ALU,3
to_AC,2
NS,6
to_DM,1
-- through the flow --
step	power, mW	std cells	hold WS (ps)
finish	0.2970	376	815.8
global route	0.3139	376	880.7
CTS	0.3011	376	805.8
detailed placement	0.1319	372	797.7
global placement	0.1320	372	793.7
floorplan	0.1260	244	665.9
-- synthesized netlist by cell type, types with 8 or more instances --
cell type	instances
o21ai_0	12
buf_4	13
a31oi_1	8
dlxtn_1	23
nand2_1	16
a21oi_1	14
nor2b_1	9
a22oi_1	8
nor2_1	19
nand2b_1	9
buf_2	9
-- power by group through the flow --
stage,Clock [mW],Combinational [mW],Sequential (mW)
final,0.168,0.0124,0.117
after global routing,0.183,0.0136,0.117
after CTS,0.171,0.0130,0.117
-- per-layer routing --
metal	vias to the layer above	track usage (%)	wire (µm)
met4	0	0.9274	78
li1	886	-	-
met2	75	10.17	2272
met3	6	2.139	519
met5	-	0	0
met1	848	11.14	2529
-- worst min-delay path by stage --
stage / from / slack, ps / to
CTS: PS[1] / 810 / finish
global route: PS[1] / 880 / finish
finish: PS[1] / 820 / finish
-- critical path, cell delays in order (launching register included) --
cell and delay, ps:
dfxtp_1 840, or2_1 420, nor4_1 80
No activity file was given, so power comes from the tool's default toggle rates.
