===== flow/design.v =====
module BUS(
    input clk,
    input [4:0] from_selector,
    input [4:0] from_cu,
    input [15:0] AR,
    input [15:0] PC,
    input [15:0] R,
    input [15:0] P,
    input [15:0] Mat_A,
    input [15:0] Mat_B,
    input [15:0] MDDR,
    input [15:0] AC,
    input [15:0] I,
    input [15:0] J,
    input [15:0] K,
    input [15:0] BASE,
    output reg [15:0] out) ;
    reg  reg_select;
always @(posedge clk)
    begin
    if (from_selector==0)reg_select=from_cu;
    else reg_select=from_selector;
    case(reg_select)
        5'd1: out = AR;
        5'd2: out = PC;
        5'd4: out = MDDR;
        5'd7: out = BASE;
        5'd8: out = I;
        5'd11: out = J;
        5'd14: out = K;
        5'd16: out = P;
        5'd17: out = R;
        5'd20: out = AC;
        5'd21: out = Mat_A;
        5'd22: out = Mat_B;
        default: out= 16'd0;
    endcase
    end
endmodule

===== flow/run.sh =====
#!/bin/bash
# OpenROAD 26Q1-2900-gdf79404cd8, Yosys 0.63+post, stock flow scripts
make -C /OpenROAD-flow-scripts/flow DESIGN_CONFIG=/design/flow/config.mk WORK_HOME=/design/flow/orfs finish

===== flow/config.mk =====
export PLATFORM = sky130hd
export DESIGN_NAME = BUS
export DESIGN_NICKNAME = BUS
export VERILOG_FILES = /design/flow/design.v
export SDC_FILE = /design/flow/constraint.sdc
export NUM_CORES = 4
export LEC_CHECK = 1
export CORE_AREA = 10 10 93 93
export DIE_AREA = 0 0 103 103

===== flow/constraint.sdc =====
current_design BUS

set clk_period 1.9
set clk_io_pct 0.2

create_clock -name clk0 -period $clk_period [get_ports {clk}]

set non_clock_inputs [all_inputs -no_clocks]
set_input_delay [expr $clk_period * $clk_io_pct] -clock clk0 $non_clock_inputs
set_output_delay [expr $clk_period * $clk_io_pct] -clock clk0 [all_outputs]

==> Changelog: implementation <==
### Changed

* Status: finished, final reports clean
* Antenna-violating nets left at 0
* Critical Path End Type: flip-flop
* CTS Root Buffer Type: clkbuf_8
* Stages on worst setup path at 4
* WL per Instance at 12.5 µm
* Site Rows at 30
* Die Ht at 103 µm
* Wire length on met2 at 1220 µm
* Fin util at 18.4%
* Worst Hold Class: in2reg
* # diodes at 0
* Clock Path Buffers at 2
* Req. time, crit path at 2050 ps
* Largest net degree at the start of global routing at 17
* First-pass GRT wire length at 3700 µm
* Post-route setup TNS at 0 ps
* Met3 WL at 170 µm
* Crit path time final at 1490 ps
* Seq share, synth at 44.4%
* Most frequent cells in the layout: clkdlybuf4s50_1 (38), inv_1 (16), nand2_1 (16), dfxtp_1 (16), o41ai_2 (10)
* Maximum clock frequency at 673 MHz
* Crit path to: out[14]
* Pwr/cell area at 663 nW/µm²
* Gate Count Post-Synth at 73
* Leakage Power at 0.530 nW
* RePlAce Congestion at 0.711
* Core area at 6760 µm²
* CP max stage cell: clkdlybuf4s50_1
* Crit path kind: in2reg
* RSZ-0062 raised after global routing: false
* MaxCap Viol Count at 0
* Syn_area_per_cell at 9.87 µm²
* Cell area after synthesis at 721 µm²
* DR vias at 621
* CP startpoint: from_cu[0]
* Dpl hpwl at 1820 µm
* Post-cts repair resize count at 0
* Die W at 103 µm
* Num CTS Buffers at 3
* Max-slew violations at 0
* Initial DRC count at 41
* Count of cell types in the netlist at 10
* Pre-CTS setup slack at 143 ps
* Highest Signal Layer: met4
* CTS tree: yes
* Hold-fix buffers, CTS at 0
* Worst Tran Pin Value at 271 ps
* Startpoint type of the worst setup path: input pin
* Post-CTS setup buffer count at 0
* FILL cells at 748
* Routed wire length at 2390 µm
* Final worst slack at 414 ps
* #FFs+latches synth at 16
* H-Tree Depth at 1
* Dominant logic cell type in the layout: clkdlybuf4s50_1
* Synthesis Warnings at 1
* Die area at 10600 µm²
* DRT Pass-1 Iters at 4
* Initial antenna violation count at 0
* Clk pin slew, worst setup/hold paths at 70 ps
* Worst slew margin at 81.7%
* Yosys Instances at 73
* Critical path peak fanout at 16
* I/O Pins at 219
* Area growth syn-to-layout at 72.4%
* Tool Warnings at 205
* Number of global-route vias before repair at 672
* Met1 wire length at 983 µm
* CP top delay family: buffers and inverters
* Grt ovf at 0
* DRC viols at 0
* CP peak stage delay at 440 ps
* CP arrival at 1630 ps
* Final Hold Violation Tally at 0
* Buffers on Ports at 38
* Clock Sinks at 16
* Maximum VDD drop at 317 µV
* GRT Util Overall at 4.55%
* Cells along the critical path: clkdlybuf4s50_1 > or3b_1 > buf_12 > o41ai_1
* CP Buf/Inv Count at 2
* Vias/cell at 3.25
* Floorplan utilization at 10.7%
* Synthesis area per yosys at 721 µm²
* Max reg flops at 16
* Final Setup Violations at 0
* Final period util at 78.2%
* Layout cells sized above 1 at 16.2%
-- stage by stage --
step / power [mW] / instance area [µm²] / hold WS [ps] / cells
4_1_cts: 0.846 / 1240 / 703 / 191
3_3_place_gp: 0.527 / 1190 / 971 / 187
2_1_floorplan: 0.423 / 721 / 487 / 73
3_5_place_dp: 0.528 / 1190 / 977 / 187
6_report: 0.824 / 1240 / 711 / 191
5_1_grt: 0.874 / 1240 / 723 / 191
-- kinds of logic (layout without fill, tap and decap cells) --
kind of cell / Yosys count / after routing / share of synthesized area (%)
DFF: 16 / 16 / 44.4
and+or+nand+nor: 17 / 17 / 9.55
AOI/OAI and AO/OA: 16 / 16 / 29.9
buffers and inverters: 24 / 62 / 16.1
-- how the worst min path moves through the flow --
stage | start | to | slack, ps | depth (start not counted)
final | AR[1] | out[1] | 710 | 3
after global routing | AR[15] | out[15] | 720 | 3
after CTS | AR[1] | out[1] | 700 | 3
-- cell type report --
class | count | area [µm²] | share of cell area, %
timing repair buffer | 42 | 423 | 34.0
sequential | 16 | 320 | 25.8
multi-input combinational | 33 | 284 | 22.9
tap | 80 | 100 | 8.06
inverter | 16 | 60.1 | 4.83
clock buffer | 4 | 55.1 | 4.43
-- synthesized netlist by cell type --
cell type / number / area share, %
clkbuf_1: 4 / 2.1
dfxtp_1: 16 / 44
o41ai_2: 10 / 23
buf_2: 2 / 1.4
or3b_1: 1 / 1.2
nand2_1: 16 / 8.3
o41ai_1: 6 / 7.3
inv_1: 16 / 8.3
buf_6: 1 / 1.6
buf_12: 1 / 2.8
-- per-layer routing --
metal / global-route usage [%] / up-vias
met1: 5.48 / 278
met2: 7.75 / 21
met5: 0 / -
met4: 0.321 / 0
met3: 1.83 / 2
li1: - / 320
-- power by group --
| part | switching, mW | total [mW] | internal (mW) | leakage, nW |
|---|---|---|---|---|
| Combinational | 0.0574 | 0.155 | 0.0980 | 0.368 |
| Sequential | 0.00521 | 0.361 | 0.356 | 0.134 |
| Clock | 0.124 | 0.308 | 0.184 | 0.0288 |
| Total | 0.187 | 0.824 | 0.638 | 0.530 |
-- worst min-delay path, delay by kind of cell --
| family | cells | cell delay, ps |
|---|---|---|
| buffers and inverters | 2 | 480 |
| AOI/OAI and AO/OA | 1 | 70 |
Power figures rest on the tool's default switching activity, not on a simulated workload.
